### ./design.v
module ALUControl(
    input wire [6:0] opcode,
    input wire [2:0] funct3,
    input wire funct7,
    output reg [3:0] alu_ctrl
);
    always @(*) begin
        case (opcode)
            7'b0110011:  
                case ({funct7, funct3})
                    4'b0000: alu_ctrl = 4'b0000;  
                    4'b1000: alu_ctrl = 4'b0001;  
                    4'b0111: alu_ctrl = 4'b0010;  
                    4'b0110: alu_ctrl = 4'b0011;  
                    4'b0100: alu_ctrl = 4'b0100;  
                    4'b0001: alu_ctrl = 4'b0101;  
                    4'b0101: alu_ctrl = 4'b0110;  
                    4'b1101: alu_ctrl = 4'b0111;  
                    4'b0010: alu_ctrl = 4'b1000;  
                    4'b0011: alu_ctrl = 4'b1001;  
                    default: alu_ctrl = 4'b0000;
                endcase
            7'b0010011:  
                case (funct3)
                    3'b000: alu_ctrl = 4'b0000;  
                    3'b111: alu_ctrl = 4'b0010;  
                    3'b110: alu_ctrl = 4'b0011;  
                    3'b100: alu_ctrl = 4'b0100;  
                    3'b001: alu_ctrl = 4'b0101;  
                    3'b101:
                        if (funct7 == 1'b0) alu_ctrl = 4'b0110;  
                        else alu_ctrl = 4'b0111;  
                    3'b010: alu_ctrl = 4'b1000;  
                    3'b011: alu_ctrl = 4'b1001;  
                    default: alu_ctrl = 4'b0000;
                endcase
            default: alu_ctrl = 4'b0000;
        endcase
    end
endmodule
### ./run.sh
#!/bin/bash
# OpenROAD 26Q1-2900-gdf79404cd8, Yosys 0.63+post, stock flow scripts
make -C /OpenROAD-flow-scripts/flow DESIGN_CONFIG=/design/flow/config.mk WORK_HOME=/design/flow/orfs finish
### ./config.mk
export PLATFORM = sky130hd
export DESIGN_NAME = ALUControl
export DESIGN_NICKNAME = ALUControl
export VERILOG_FILES = /design/flow/design.v
export SDC_FILE = /design/flow/constraint.sdc
export NUM_CORES = 4
export LEC_CHECK = 1
export CORE_AREA = 10 10 70 70
export DIE_AREA = 0 0 80 80
### ./constraint.sdc
current_design ALUControl

set clk_period 2.2
set clk_io_pct 0.2

create_clock -name clk0 -period $clk_period

set non_clock_inputs [all_inputs -no_clocks]
set_input_delay [expr $clk_period * $clk_io_pct] -clock clk0 $non_clock_inputs
set_output_delay [expr $clk_period * $clk_io_pct] -clock clk0 [all_outputs]
==> results.json <==
{
  "outcome": "complete, no violations",
  "largest_area_cell": "and4bb_2",
  "top_cells_by_area": "and4bb_2 (11%), nand2_1 (9.7%), and3b_2 (8.6%), nand3_1 (8.6%), o21ai_0 (8.6%)",
  "seq_cell_count": 0,
  "syn_area_sq_um": 116.4,
  "core_util_floorplan_pct": 3.407,
  "rows": 21,
  "grt_first_pass_wirelength_microns": 1090,
  "startpoint": "opcode[6]",
  "crit_type": "primary input to output pin",
  "diodes": 0,
  "hpwl_microns": 511.5,
  "yosysCellCount": 18,
  "place_area_sq_um": 361.6,
  "place_congestion": 0.7732,
  "synth_top_area_share_pct": 10.75,
  "fin_crit_ns": 2.078,
  "setup_viol_count_final": 0,
  "drtIter0Drc": 11,
  "drt.antenna.violating_nets": 0,
  "route.detailed.drc": 0,
  "hold_viol_final": 0,
  "hold_start": "funct3[1]",
  "grt_max_degree": 8,
  "power_density_nw_per_um2": 98.68,
  "design_area_sq_um": 380.4,
  "ios": 15,
  "worst_slew_pin_slew_ns": 0.1954,
  "whs_ns": 1.271,
  "synthCells": 18,
  "synth_warnings": 1,
  "fmax_ghz": 0.4813,
  "min_path_type": "primary input to output pin",
  "postSynthSeqShare_pct": 0,
  "drv_cap": 0,
  "regArea_sq_um": 0,
  "slew_violations": 0,
  "grt_overflow": 0,
  "finalPower_mw": 0.03753,
  "area_growth_pct": 226.9,
  "track_usage_pct": 1.986,
  "crit_path_end_kind": "output pin",
  "rsz0062_at_grt": "no",
  "grt_pass1_vias": 224,
  "p_leak_nw": 0.1894,
  "crit_fanout": 3,
  "cp.arrival_ns": 1.64,
  "synth.distinct_cells": 14,
  "dieArea_sq_um": 6400,
  "final_layout_size_suffix_gt1_share_pct": 35.90,
  "ys_top_cells_by_count": "nand2_1 (3), nand3_1 (2), o21ai_0 (2)",
  "avgSynthCellArea_sq_um": 6.465,
  "period_used_pct": 94.44,
  "wire_per_inst_microns": 7.800,
  "yosys-stat-area_sq_um": 116.4,
  "clockBufferCount": 0,
  "relSlewSlack_pct": 86.83,
  "core_sq_um": 3416,
  "openroad.warnings": 33,
  "synth.most_common_cell": "nand2_1",
  "dieWidth_microns": 80,
  "drtPass1Iterations": 2,
  "vias": 215,
  "die_y_microns": 80,
  "postRouteWirelength_microns": 663,
  "holdPathStages": 4,
  "required_ns": 1.76,
  "vias_per_cell": 2.529,
  "fill_cells": 389,
  "antenna_found_initial": 0,
  "crit_path_start_kind": "primary input",
  "irDropWorstVdd_mv": 0.01771,
  "port-buffer-count": 15
}
logic make-up after synthesis:
group	Yosys count	share of synthesized area [%]
buffers and inverters	1	3.223
and+or+nand+nor	11	63.44
AOI/OAI and AO/OA	6	33.34
stage by stage:
| stage | TNS (ns) | worst slack (ns) | utilization (%) | cells |
|---|---|---|---|---|
| finish | 0 | 0.1223 | 11.14 | 85 |
| global route | 0 | 0.01567 | 11.14 | 85 |
| CTS | -0.1309 | -0.1309 | 10.84 | 85 |
| detailed placement | -1.539 | -0.4422 | 10.59 | 84 |
| global placement | -1.541 | -0.4657 | 10.59 | 84 |
| floorplan | 0 | 0.6268 | - | 18 |
where the power goes:
group	switching (mW)	total [mW]	internal, mW
clock network	0	0	0
logic	0.0137	0.0375	0.0238
registers	0	0	0
area by class of cell:
cell class | instances | area [sq um] | share of cell area, %
multi-input combinational | 17 | 127.6 | 33.55
tap | 46 | 57.56 | 15.13
timing repair buffer | 21 | 191.4 | 50.33
inverter | 1 | 3.754 | 0.9868
repair_timing:
action                                  4_1_cts  5_1_grt
setup buffers                                 2        0
endpoints found under the setup margin        4        2
gates resized                                13        8
pin swaps                                     5        4
hold buffers                                  0        0
endpoints found under the hold margin         0        0
path summary, 6_finish.rpt:
kind	endpoint	slack [ns]
min	alu_ctrl[0]	1.27
max	alu_ctrl[2]	0.12
metal layers:
metal	routed length [microns]	track usage, %	vias to the layer above
met5	0	0	-
met4	0	0	0
met3	115	1.023	0
met2	222	2.729	12
met1	325	2.835	90
li1	-	-	113
critical path, stage by stage:
cell and delay, ns:
dlygate4sd2_1 0.24, nor4b_2 0.26, nand3_1 0.15, buf_4 0.16
a211oi_2 0.15, dlygate4sd2_1 0.24
placed cells by master (no fill, tap or decap):
cell | Yosys | final
a211o_1 | 1 | 1
a211oi_2 | 0 | 1
nor2_1 | 1 | 1
clkbuf_2 | 0 | 1
o21ai_0 | 2 | 1
buf_6 | 0 | 1
and2b_2 | 1 | 1
nand2_1 | 3 | 3
clkdlybuf4s50_1 | 0 | 3
or3b_1 | 1 | 1
o211ai_1 | 1 | 1
buf_2 | 0 | 1
inv_1 | 1 | 1
dlymetal6s2s_1 | 0 | 4
and3b_2 | 1 | 1
nor4b_2 | 0 | 1
nand3_1 | 2 | 2
o21ai_1 | 0 | 1
a21oi_2 | 0 | 1
buf_4 | 0 | 5
dlygate4sd2_1 | 0 | 6
and4bb_2 | 1 | 1
Power figures rest on the tool's default switching activity, not on a simulated workload.
